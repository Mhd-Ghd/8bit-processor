**./constraint.sdc**
```tcl
current_design simple8BitProcessor

set clk_period 5.6
set clk_io_pct 0.2

create_clock -name clk0 -period $clk_period [get_ports {clock}]

set non_clock_inputs [all_inputs -no_clocks]
set_input_delay [expr $clk_period * $clk_io_pct] -clock clk0 $non_clock_inputs
set_output_delay [expr $clk_period * $clk_io_pct] -clock clk0 [all_outputs]
```
**./run.sh**
```bash
#!/bin/bash
# OpenROAD 26Q1-2900-gdf79404cd8, Yosys 0.63+post, stock flow scripts
make -C /OpenROAD-flow-scripts/flow DESIGN_CONFIG=/design/flow/config.mk WORK_HOME=/design/flow/orfs finish
```
**./config.mk**
```make
export PLATFORM = sky130hd
export DESIGN_NAME = simple8BitProcessor
export DESIGN_NICKNAME = simple8BitProcessor
export VERILOG_FILES = /design/flow/design.v
export SDC_FILE = /design/flow/constraint.sdc
export NUM_CORES = 4
export LEC_CHECK = 1
export CORE_UTILIZATION = 50
```
**./design.v**
```verilog
`timescale 1ns / 1ps
module ALU(
    input [7:0] parmA,
    input [7:0] parmB,
    input [2:0] selOp,
    output reg [7:0] result
    );
	always @(*) 
		case (selOp) 		
			3'b000: result = parmA + parmB;
			3'b001: result = parmA - parmB;
			3'b010: result = parmA & parmB;
			3'b011: result = parmA | parmB;
			3'b100: result = parmA ^ parmB;
			default : result = 8'h00;
		endcase 
endmodule
`timescale 1ns / 1ps
module MUX3(
    input [7:0] in1,
    input [7:0] in2,
    input [7:0] in3,
	 input [7:0] in4,
    input [1:0] sel,
    output reg [7:0] out
    );
	always @(*)
	case(sel)
		2'b00: out = in1;
		2'b01: out = in2;
		2'b10: out = in3;
		2'b11: out = in4;
	endcase
endmodule
`timescale 1ns / 1ps
module controlUnit(
  input [2:0] opCode,
  output regWrite,
  output [2:0]selOp,
  output [1:0] destSrc);
  reg [5:0] ctrlSignals;
  assign {regWrite, selOp, destSrc} = ctrlSignals;
  always @(*) 
    case(opCode)         
      3'b000: ctrlSignals = 6'b1_000_00;  
      3'b001: ctrlSignals = 6'b1_000_01;  
      3'b010: ctrlSignals = 6'b1_000_10;  
      3'b011: ctrlSignals = 6'b1_001_10;  
		3'b100: ctrlSignals = 6'b1_010_10;  
      3'b101: ctrlSignals = 6'b1_011_10;  
      3'b110: ctrlSignals = 6'b1_100_10;  
      3'b111: ctrlSignals = 6'b0_000_11;  
      default:  ctrlSignals = 6'b000000;
    endcase
endmodule
`timescale 1ns / 1ps
module dataPath(
    input [7:0] dataIn,
	 input [2:0] Rx, Ry, 
    output [7:0] dataOut,
    input [2:0]selOp,
    input [1:0] destSrc,
    input regWrite,
	 input clock
    );
	wire [7:0] dataA,  dataB, dataW, result; 
	assign dataOut = dataW;
	regFile RF(Ry, Rx, Rx, regWrite, dataA, dataB, dataW, clock);
	ALU   AS(dataB, dataA, selOp, result);
	MUX3  mux(dataIn, dataA, result,dataB, destSrc, dataW);
endmodule
`timescale 1ns / 1ps
module regFile #(parameter AddressSize = 3, WordSize = 8 )(   
    input [AddressSize-1:0] ra,   
    input [AddressSize-1:0] rb,   
    input [AddressSize-1:0] rw,   
    input RegWr, 				 
    output [WordSize-1:0] dataA,
    output [WordSize-1:0] dataB,
    input  [WordSize-1:0] dataW,
    input clk
    );
  reg [WordSize-1:0] rf[0:(1<<AddressSize)-1];   
	initial begin
		rf[0] = 8'h00;
		rf[1] = 8'h00;
		rf[2] = 8'h00;
		rf[3] = 8'h00;
		rf[4] = 8'h00;
		rf[5] = 8'h00;
		rf[6] = 8'h00;
		rf[7] = 8'h00;
	end
  always @(posedge clk)
     if (RegWr) rf[rw] <= dataW;	
  assign dataA = rf[ra];   
  assign dataB = rf[rb];
endmodule
`timescale 1ns / 1ps
module simple8BitProcessor(
    input  [7:0] dataIn,
    output [7:0] dataOut,
	 input  [8:0] func,
	 input  clock
    );
	 wire [2:0] opCode = func[8:6];    
	 wire [2:0] Rx = func[5:3];
	 wire [2:0] Ry = func[2:0];
	 wire [1:0] destSrc;
	 wire [2:0] selOp;
	 wire regWrite;
	 controlUnit CU(opCode, regWrite, selOp, destSrc);
	 dataPath    DP(dataIn, Rx, Ry, dataOut, selOp, destSrc, regWrite, clock);
endmodule
```
==> flow_summary_export.csv <==
group,metric,value,unit
run_status,run_status,"finished clean",
yosys,synth-edff-count,64,
timing,relSlewSlack,50.7,%
global_route,antenna_found_initial,0,
timing,tightest_slew,0.734,ns
timing,finClkSkew,0.00660,ns
finish,syn2layout_area_growth,35.8,%
global_route,grt_max_degree,30,
setup_path,cp_max_fo,6,
yosys,ys_seq_elements,64,
yosys,synth_cell_type_count,60,
floorplanning,core-area,8380,sq um
clock_network,clk_pin_slew,0.07,ns
routing,dr.pass1.iters,4,
floorplanning,fp_util,52.7,%
timing,setup_tns,0,ns
setup_path,rrSetupSlack,1.91,ns
place,postPlaceCellArea,5470,sq um
setup_path,cp_data_arrival_time,4.35,ns
clock_network,insertion_delay,0.34,ns
routing,vias_per_cell,5.72,
floorplanning,dieArea,9220,sq um
clock_network,htree_levels,3,
worst_hold_path,min_path_type,"reg -> reg",
finish,layout_top_cell,"buf_4",
finish,top_register,"DP.RF.rf",
timing,setup_viol_count_final,0,
routing,dr_total_vias,3531,
timing,min_period_over_period,97.8,%
timing,rsz0062_at_grt,"yes",
clock_network,clock_sinks,64,
yosys,yosys_area,4420,sq um
global_route,grt_pass1_wl,18100,um
global_route,grt_pass1_vias,3552,
power_and_ir_drop,vdd_ir_drop_max,0.287,mV
setup_path,crit_start,"func[1]",
global_route,grt.total_usage,29.6,%
clock_network,cts-buffers-inserted,9,
finish,largest_reg_flops,64,
timing,period_minus_slack,5.47,ns
finish,regArea,1920,sq um
floorplanning,ioPinCount,26,
finish,logic_area,2390,sq um
yosys,async_flop_share,0,%
timing,setup_ws,0.126,ns
yosys,syn_avg_cell_area,11.7,sq um
timing,slew_violations,0,
finish,final_cell_mix,"101 x buf_4, 64 x edfxtp_1, 33 x nor2_1",
power_and_ir_drop,power,1.54,mW
finish,fillerInstances,601,
timing,timing.hold.ws,1.42,ns
setup_path,crit_type,"in -> out",
place,dp_hpwl,8570,um
setup_path,timing.rr.start,"DP.RF.rf[7][0]",
setup_path,worstPathRequired,4.48,ns
routing,ant_nets,0,
global_route,gr-total-overflow,0,
clock_network,cts_buffer_depth,2,
yosys,yosys_warnings,4,
place,port_buffers,25,
finish,drive_gt1_share,37.9,%
routing,wire_per_inst,19.2,um
clock_network,cts_tree,"built",
place,dp_slack,-0.706,ns
setup_path,rr_worst_depth,16,
power_and_ir_drop,power_density,257,nW/um^2
yosys,postSynthCellCount,378,
setup_path,endpoint_kind,"primary output",
yosys,synth_stat.cells,378,
timing,max_freq,0.183,GHz
clock_network,root_buffer,"clkbuf_8",
setup_path,worstSetupStartpointType,"input pin",
yosys,syn_area,4420,sq um
routing,wirelength,11800,um
place,globalplace.congestion,0.896,
routing,drc_errors,0,
setup_path,r2r_end,"DP.RF.rf[3][7]",
routing,drt_first_iter_violations,122,
run,drv_cap,0,
routing,diodes,0,
yosys,synth_seq_share,43.5,%
timing,finalHoldViolCount,0,
floorplanning,die_h,96,um
finish,finalInstanceArea,6000,sq um
floorplanning,die_w,96,um
setup_path,endpoint,"dataOut[4]",
finish,reg_top3,"DP.RF.rf (64)",
run,openroad.warnings,35,
floorplanning,num_rows,33,
yosys,ys.flop_type,"edfxtp_1",
power_and_ir_drop,p_leak,2.42,nW
-- synth_stat cells, types with 3 or more instances --
cell	n	area (sq um)
inv_1	22	82.6
mux2_2	7	78.8
o32ai_1	3	26.3
nand2_1	22	82.6
nand2b_1	8	50.1
mux2i_4	4	90.1
o21ai_0	8	40.0
mux2i_1	17	170
nor2_1	35	131
o221ai_1	3	26.3
inv_2	4	15.0
buf_1	3	11.3
a211oi_1	5	37.5
nor3_1	8	40.0
mux4_2	21	473
clkbuf_1	8	30.0
buf_2	8	40.0
edfxtp_1	64	1920
nor2b_1	6	37.5
and2_1	3	18.8
o211ai_1	5	37.5
a21o_1	4	30.0
xnor2_1	8	70.1
o21ai_1	7	35.0
a31oi_1	3	18.8
ha_1	24	300
a22oi_1	4	30.0
a21oi_1	22	110
-- cells by family after synthesis --
| group | Yosys count | share of synthesized area [%] |
|---|---|---|
| xor+xnor | 10 | 1.98 |
| mux | 50 | 18.6 |
| simple gates | 94 | 10.3 |
| compound gates | 85 | 13.5 |
| flops | 64 | 43.5 |
| fa+ha+maj | 25 | 7.25 |
| buf+inv | 50 | 4.90 |
-- how the worst min path moves through the flow --
stage	endpoint	start	cells past startpoint
finish	DP.RF.rf[6][6]	DP.RF.rf[0][6]	6
global route	DP.RF.rf[0][7]	DP.RF.rf[2][7]	7
CTS	DP.RF.rf[0][7]	DP.RF.rf[2][7]	7
-- area by class of cell --
type	instances	area share [%]
sequential	64	32.0
clock buffer	9	2.07
timing repair buffer	140	20.9
tap	105	2.19
inverter	28	1.79
multi-input combinational	264	39.8
clock inverter	7	1.19
-- layer usage --
metal  vias to the layer above  share of wire (%)  routed length, um  global-route usage (%)
met1                      1677                 40               4740                    39.9
met3                        18                 10               1210                    13.5
met5                         -                  0                  0                       0
li1                       1703                  -                  -                       -
met2                       133                 48               5690                    46.9
met4                         0                1.7                199                    6.09
-- through the flow --
stage               util, %  cells
detailed placement     65.3    582
floorplan                 -    378
global placement       65.3    582
CTS                    71.3    614
global route           71.6    617
finish                 71.6    617
-- what timing repair did --
item,CTS,global route
setup endpoints to repair,7,6
gates resized,51,9
pin swaps,32,23
buffers inserted,14,4
gates cloned,3,0
hold buffers,0,0
-- critical path: stages --
cell and delay [ns]:
buf_12 0.09, buf_12 0.11, mux4_2 0.48, mux2_4 0.30, inv_4 0.07, ha_4 0.14
nor2_1 0.05, xnor2_1 0.27, ha_4 0.25, nor2b_1 0.12, o21ai_1 0.11, nand2b_1 0.09
buf_4 0.15, xor2_2 0.16, a211oi_2 0.08, a21oi_1 0.13, buf_4 0.16, clkdlybuf4s50_1 0.46
-- report_power, final --
group          total (mW)  switching, mW  internal (mW)
clock network       0.380          0.175          0.205
logic               0.567          0.267          0.300
registers           0.594         0.0125          0.582
No activity file was given, so power comes from the tool's default toggle rates.
